**flow/run.sh**
```bash
#!/bin/bash
# OpenROAD 26Q1-2900-gdf79404cd8, Yosys 0.63+post, stock flow scripts
make -C /OpenROAD-flow-scripts/flow DESIGN_CONFIG=/design/flow/config.mk WORK_HOME=/design/flow/orfs finish
```
**flow/config.mk**
```make
export PLATFORM = sky130hd
export DESIGN_NAME = iq_comp
export DESIGN_NICKNAME = iq_comp
export VERILOG_FILES = /design/flow/design.v
export SDC_FILE = /design/flow/constraint.sdc
export NUM_CORES = 4
export LEC_CHECK = 1
export CORE_UTILIZATION = 50
```
**flow/constraint.sdc**
```tcl
current_design iq_comp

set clk_period 20.6
set clk_io_pct 0.2

create_clock -name clk0 -period $clk_period [get_ports {clk}]

set non_clock_inputs [all_inputs -no_clocks]
set_input_delay [expr $clk_period * $clk_io_pct] -clock clk0 $non_clock_inputs
set_output_delay [expr $clk_period * $clk_io_pct] -clock clk0 [all_outputs]
```
**flow/design.v**
```verilog
module iq_comp (
	input clk, RESETn,
	input freeze_iqcomp,				 
	input [1:0] op_mode,
	input [3:0] Ix, Qx,
	input signed [12:0] Wr_in, Wj_in,	 
	output reg signed [3:0] Iy, Qy,		 
	output wire settled,				 
	output reg signed [12:0] Wr, Wj
);
localparam BYPASS = 2'b00;
localparam INT_W = 2'b01;
localparam EXT_W = 2'b10;
localparam CONT_W = 2'b11;				 
wire signed [3:0] Ix_s;
wire signed [3:0] Qx_s;
wire [3:0] M;
wire signed [12:0] Wr_use;
wire signed [12:0] Wj_use;
reg signed [3:0] I_math;
reg signed [3:0] Q_math;
wire signed [12:0] Wr_math;
wire signed [12:0] Wj_math;
wire signed [25:0] I_math_intermediate1;
wire signed [25:0] Q_math_intermediate1;
wire signed [4:0] I_math_intermediate2;
wire signed [4:0] Q_math_intermediate2;
wire signed [25:0] Ix_s_shifted;
wire signed [25:0] Qx_s_shifted;
assign settled = freeze_iqcomp;		 
assign M = 4'd9;					 
assign Ix_s = Ix - 4'd8;
assign Qx_s = Qx - 4'd8;
assign Wr_use = (op_mode == INT_W) ? Wr : Wr_in;
assign Wj_use = (op_mode == INT_W) ? Wj : Wj_in;
assign Ix_s_shifted = $signed(Ix_s) <<< M;
assign Qx_s_shifted = $signed(Qx_s) <<< M;
assign I_math_intermediate1 = Ix_s_shifted + $signed(((Wr_use * Ix_s) + (Wj_use * Qx_s)));
assign Q_math_intermediate1 = Qx_s_shifted + $signed(((Wj_use * Ix_s) - (Wr_use * Qx_s)));
assign I_math_intermediate2 = $signed(I_math_intermediate1) >>> M;
assign Q_math_intermediate2 = $signed(Q_math_intermediate1) >>> M;
always @(*) begin
	if($signed(I_math_intermediate2) < $signed(0-5'd8)) begin
		I_math = $signed(-4'd8);
	end
	else if($signed(I_math_intermediate2) > $signed(5'd7)) begin
		I_math = $signed(4'd7);
	end
	else begin
		I_math = $signed(I_math_intermediate2);
	end
	if($signed(Q_math_intermediate2) < $signed(0-5'd8)) begin
		Q_math = $signed(-4'd8);
	end
	else if($signed(Q_math_intermediate2) > $signed(5'd7)) begin
		Q_math = $signed(4'd7);
	end
	else begin
		Q_math = $signed(Q_math_intermediate2);
	end
end
assign Wr_math = $signed(Wr - ((Iy + Qy) * (Iy - Qy)));
assign Wj_math = $signed(Wj - 2 * Iy * Qy);
always @(posedge clk) begin
	if(~RESETn) begin
		Iy <= 0;
		Qy <= 0;
		Wr <= 0;
		Wj <= 0;
	end else begin
		case (op_mode)
			BYPASS: begin
				Iy <= Ix_s;
				Qy <= Qx_s;
				Wr <= 0;
				Wj <= 0;
			end
			INT_W: begin 
				Iy <= I_math;
				Qy <= Q_math;
				if(freeze_iqcomp) begin 
					Wr <= Wr;
					Wj <= Wj;
				end else begin
					Wr <= Wr_math;
					Wj <= Wj_math;
				end
			end
			EXT_W: begin
				Iy <= I_math;
				Qy <= Q_math;
				Wr <= Wr_use;	 
				Wj <= Wj_use;	 
			end
			CONT_W: begin		 
				Iy <= Ix_s;
				Qy <= Qx_s;
				Wr <= 0;
				Wj <= 0;
			end
			default :  ;
		endcase
	end
end
endmodule  
```
==> results_slide.txt <==
Run Summary

Status
  – Status: complete, no violations

Drt
  – Via count: 7930
  – Initial DRC Count: 299
  – Total Routed Length: 25200 um
  – Inserted Diodes: 0
  – Post-route ant nets: 0
  – DR pass1 iterations: 5
  – DRC: 0
  – WL/cell: 16.5 um
  – Via/cell ratio: 5.19

Logic synthesis
  – Synth Area per Inst: 8.52 sq um
  – Synth Cell Area: 10300 sq um
  – # Cells Yosys: 1204
  – Post-synthesis cell count: 1204
  – Post-synth EDFFs: 0
  – Ys flops: 34
  – Asr flop ratio synth: 0
  – Register area share after synthesis: 0.0663
  – Cell Type Count: 61
  – Yosys stat area: 10300 sq um
  – Synth warn: 1
  – Dominant flop cell: dfxtp_1

CTS
  – Inserted Clock Buffers: 5
  – Root Buffer: clkbuf_16
  – Cts-stage hold buffer count: 0
  – CTS Buffer Depth: 2
  – CTS H-tree depth: 2
  – Clock latency (worst-skew pair): 280 ps
  – CTS sink cnt: 34
  – Post_cts resized: 0
  – Clk slew on worst S/H paths: 60 ps
  – CTS tree: done
  – Post-CTS Setup Bufs: 0

Setup path
  – Required @ worst endpoint: 20760 ps
  – Worst reg2reg setup slack: 14350 ps
  – Endpoint type of the worst setup path: register
  – Startpoint Class: input port
  – Crit Path Category: in -> reg
  – Reg2reg path depth: 23
  – CP max FO: 61
  – Max stage delay cell, worst path: fa_1
  – Worst EP arrival: 11170 ps
  – Reg2reg end: Qy[1]
  – Reg2reg start: Wj[2]
  – CP max stage delay: 540 ps

Final layout
  – Fin cells: 1528
  – Fillers: 1849
  – Fraction of layout cells with a size suffix above 1: 0.0453
  – Register Area: 681 sq um
  – Logic area: 8620 sq um
  – Area grow syn2layout: 11.3%
  – Util after Layout: 0.566

Global route
  – Largest net degree at the start of global routing: 62
  – First-pass GRT wire length: 42500 um
  – Number of global-route vias before repair: 8119
  – GRT Overall Usage: 0.270
  – Initial antenna violation count: 0
  – Gr ovfl total: 0

Final timing
  – Worst-Margin Slew: 763 ps
  – Slew HR: 0.477
  – Fin. max-slew vios: 0
  – Setup violators final: 0
  – Fmax: 90.9 MHz
  – Fin crit period: 11000 ps
  – Post-Route Setup TNS: 0 ps
  – Period Utilization, post-route: 0.534
  – Skew final: 6.92 ps
  – Final Worst Setup Slack: 9600 ps
  – Hold Slack: 550 ps
  – RSZ-0062 raised after global routing: no
  – Fin. Hold Viols: 0

Die
  – Die area: 21100 sq um
  – Core area: 20200 sq um
  – I/O pin count: 74
  – Starting Density: 0.509
  – Num rows: 52
  – Die Ht: 145 um
  – Die Wd: 145 um

Min path
  – Hold EP: Wj[9]
  – Worst Min Path Start: Wj[9]
  – WHS Path Cells: 2
  – Worst Hold Class: reg -> reg

Job
  – Max-cap viol count: 0
  – Tool Warnings: 40

Placed design
  – Gpl congestion: 0.883
  – I/O Buffers: 73
  – Placed insts: 1520
  – Pre-CTS WS: 9280 ps
  – Placed wire-length estimate: 20400 um
## cells in the mapped netlist, types with 5 or more instances
library cell | n | share of area
inv_1 | 211 | 0.077
fa_1 | 154 | 0.30
ha_1 | 135 | 0.16
nand2_1 | 121 | 0.044
and2_1 | 75 | 0.046
nor2_1 | 63 | 0.023
a21oi_1 | 49 | 0.024
xnor2_1 | 49 | 0.042
o21ai_0 | 46 | 0.022
clkbuf_1 | 34 | 0.012
dfxtp_1 | 34 | 0.066
nor2b_1 | 32 | 0.020
mux2_2 | 26 | 0.029
xor2_1 | 19 | 0.016
nand2b_1 | 17 | 0.010
a21o_1 | 11 | 0.0080
a22oi_1 | 11 | 0.0080
o21a_1 | 11 | 0.0080
nand3_1 | 9 | 0.0044
a211oi_1 | 8 | 0.0059
nor3_1 | 7 | 0.0034
a31oi_1 | 5 | 0.0030
o211ai_1 | 5 | 0.0037
o31ai_1 | 5 | 0.0037
## sequential cells by signal, summed over array words and instances (netlist names)
register  count
Iy            4
Wj           13
Wr           13
Qy            4
## worst max path at each step
stage	start	to	slack, ps	cells past startpoint
global route	op_mode[1]	Qy[1]	9060	27
finish	op_mode[0]	Qy[1]	9600	26
CTS	op_mode[0]	Qy[1]	9550	26
## per-stage QoR
step / cell area [sq um]
3_5_place_dp: 11300
6_report: 11400
2_1_floorplan: 10300
4_1_cts: 11400
5_1_grt: 11400
3_3_place_gp: 11300
## metal layers
layer | GRT usage | share of wire | vias up | routed length [um]
met1 | 0.418 | 0.47 | 3813 | 11800
met5 | 0 | 0 | - | 0
met4 | 0.0226 | 0.011 | 0 | 269
met2 | 0.430 | 0.47 | 171 | 11900
li1 | - | - | 3934 | -
met3 | 0.0482 | 0.050 | 12 | 1270
## worst max-delay path, delay by kind of cell
family                     cells  cell delay, ps
buffers and inverters          7            1280
muxes                          1             380
adders and majority gates      8            3120
xor gates and xnor gates       1             190
AOI/OAI and AO/OA              8            1930
and+or+nand+nor                1             100
## final cells by class
class	instances	share of cell area
Clock buffer	5	0.0110
Timing Repair Buffer	85	0.0719
Sequential cell	34	0.0596
Multi-Input combinational cell	919	0.755
Tap cell	270	0.0296
Clock inverter	3	0.00351
Inverter	212	0.0697
## cells by family after synthesis
family / Yosys count / share of synthesized area
fa+ha+maj: 289 / 0.465
flops: 34 / 0.0663
xor+xnor: 70 / 0.0618
mux: 32 / 0.0352
buf+inv: 251 / 0.0940
compound gates: 181 / 0.111
simple gates: 347 / 0.167
## layout by cell type (no fill, tap or decap), types with 4 or more instances in the layout
| cell | count |
|---|---|
| clkbuf_16 | 5 |
| nand3_1 | 9 |
| or2_2 | 4 |
| nor3_1 | 7 |
| o211ai_1 | 5 |
| o21a_1 | 11 |
| fa_1 | 154 |
| and2_1 | 75 |
| nor2_1 | 63 |
| a21oi_1 | 49 |
| a21o_1 | 11 |
| o31ai_1 | 5 |
| nor2b_1 | 32 |
| a211oi_1 | 8 |
| a2111oi_0 | 4 |
| o21ai_0 | 46 |
| xor2_1 | 19 |
| a31oi_1 | 5 |
| ha_1 | 134 |
| nand2_1 | 121 |
| and3b_1 | 4 |
| mux2_2 | 26 |
| xnor2_1 | 49 |
| a22oi_1 | 11 |
| dfxtp_1 | 34 |
| buf_4 | 12 |
| nand2b_1 | 17 |
| mux2i_1 | 4 |
| clkdlybuf4s50_1 | 73 |
| inv_1 | 211 |
